## design.v

```verilog
module spi_master( 
    input clk, reset, MISO, transmit,
    input [7:0] to_send,  
    output logic MOSI, SCK, 
    output logic [7:0] received,
    output logic done );
    enum {setup, communicate, finished} state;
    logic unsigned [3:0] cnt;
    logic [7:0] hold_to_send;
    always_comb 
        if (cnt % 2 == 0) SCK <= 0;
        else SCK <= 1;
    assign MOSI = hold_to_send[7];  
    always_comb 
        if (state == finished) done <= 1;
        else done <= 0;
    always_ff @ (posedge clk, negedge reset)
        if (~reset) begin
            state <= setup;
            cnt <= 15;
            received <= 0;
            end 
        else begin
            case(state)
                setup: begin
                    hold_to_send <= {to_send[0], to_send[7:1]};  
                    if (transmit) state <= communicate;
                    end
                communicate: begin
                    cnt <= cnt-1;
                    if (cnt % 2 == 1) begin  
                        if (cnt != 1) hold_to_send <= {hold_to_send[6:0], hold_to_send[7]};  
                        received <= {received[6:0], MISO};  
                        end
                    if (cnt == 0) begin 
                        state <= finished;
                        received <= {received[6:0], MISO};  
                        end
                    end
                finished: begin
                    cnt <= 15;
                    if (~transmit) state <= setup;
                    end
                default: state <= setup;
                endcase
            end 
    endmodule
```

## run.sh

```bash
#!/bin/bash
# OpenROAD 26Q1-2900-gdf79404cd8, Yosys 0.63+post, stock flow scripts
make -C /OpenROAD-flow-scripts/flow DESIGN_CONFIG=/design/flow/config.mk WORK_HOME=/design/flow/orfs finish
```

## config.mk

```make
export PLATFORM = sky130hd
export DESIGN_NAME = spi_master
export DESIGN_NICKNAME = spi_master
export VERILOG_FILES = /design/flow/design.v
export SDC_FILE = /design/flow/constraint.sdc
export NUM_CORES = 4
export LEC_CHECK = 1
export CORE_AREA = 10 10 94 94
export DIE_AREA = 0 0 104 104
```

## constraint.sdc

```tcl
current_design spi_master

set clk_period 3.3
set clk_io_pct 0.2

create_clock -name clk0 -period $clk_period [get_ports {clk}]

set non_clock_inputs [all_inputs -no_clocks]
set_input_delay [expr $clk_period * $clk_io_pct] -clock clk0 $non_clock_inputs
set_output_delay [expr $clk_period * $clk_io_pct] -clock clk0 [all_outputs]
```

==> reports/results.txt <==
status -> finished, final reports clean
RSZ-0062 raised after global routing -> false
OpenROAD warning count -> 26
gr usage total -> 3.635%
critical path class -> reg2out
PwrDens -> 754.2 mW/mm²
post-synth cell types -> 23
top cells, area -> dfrtp_1, edfxtp_1, mux2_2
# Cells Yosys -> 66
CTS tree -> built
Late-Pin Clk Latency -> 0.25 ns
Die H -> 104 µm
Setup crit end kind -> output pin
CP max stage delay -> 0.57 ns
Post-synth seq share -> 62.75%
post-route minimum period -> 1.964 ns
clk sinks -> 23
Hold Crit Class -> reg2reg
Most common reg cell -> dfrtp_1
crit path cell chain -> clkdlybuf4s50_1
Post-Route M1 WL -> 901 µm
core area -> 0.006832 mm²
wire length per cell -> 9.941 µm
vias post-DR -> 581
met3 wire len -> 133 µm
vias in the first global route -> 629
CTS H-Tree Depth -> 1
cts bufs inserted -> 3
DP Wirelength -> 1.456 mm
Crit path arrival time -> 1.30 ns
routed wl met2 -> 834 µm
VDD IR max -> 0.2109 mV
Worst Path Buf+Inv -> 1
register area -> 621.8 µm²
Least-Margin Pin Slew -> 0.5677 ns
cell area after layout -> 0.001379 mm²
CP max stage cell -> dfstp_2
row count -> 30
Final Hold Viols -> 0
count leader, synth -> mux2_2
gp weighted congestion -> 0.7175
fill cell total of the finished layout -> 755
critical-path maximum fanout -> 6
Simple Share, Synth -> 6.944%
cell count of the worst reg-to-reg path -> 3
Comb gate area -> 356.6 µm²
overflow left after global routing -> 0
Worst Hold Path Cells -> 2
Max Cap Violations -> 0
adder share -> 2.525%
Post-Syn Area per Cell -> 15.01 µm²
area share, top type -> 25.25%
layout cells sized above 1 -> 30.43%
leakage -> 0.5048 nW
DP Area -> 0.001334 mm²
chip area -> 0.01082 mm²
Antenna diodes -> 0
final worst setup slack -> 1.336 ns
root buf cell -> clkbuf_8
CP delay by family, top -> flip-flops
Max Fclk -> 509.1 MHz
Slew Limit Headroom -> 62.15%
Synth flops -> 23
clock buffer depth -> 2
# resized after CTS -> 0
Compound Share, Synth -> 6.566%
Die X -> 104 µm
Worst Path Required -> 2.64 ns
Mapped Area -> 991.0 µm²
DRT Wirelength -> 1.869 mm
post-place setup slack -> 1.229 ns
synthesized instance count -> 66
maximum number of pins on one net before global-route repair -> 18
multiplexer share of the synthesized area -> 18.18%
setup TNS -> 0 ns
routed vias/inst -> 3.090
area leader, netlist -> dfrtp_1
commonest cells in the netlist -> mux2_2, dfrtp_1, edfxtp_1, dfstp_2
Slew Viols, Final -> 0
initial antenna violation count -> 0
final design utilization -> 20.18%
XOR Share, Synth -> 1.768%
critical path depth -> 1
DRC -> 0
Initial Utilization -> 14.51%
Hold WS -> 0.4920 ns
Routed Antenna Nets -> 0
EDFF count, synth -> 8
Initial DRC Count -> 5
Buffers on Ports -> 22
Layout area overhead -> 39.14%
CTS Hold Bufs -> 0
first-pass GRT wire length -> 3.256 mm
Final Cycle Share -> 59.52%
Top Metal Used -> met3
yosys synthesis chip area -> 991.0 µm²
Yosys warning total -> 1
Final Setup Violations -> 0
Post-CTS Setup Inserts -> 0
clk slew on worst S/H paths -> 0.08 ns
FFs w/ async S/R, synth -> 65.22%
io pins -> 23
Setup crit start kind -> flop
Main logic family -> multiplexers
TritonRoute pass-1 iters -> 2
worst clock skew -> 0.001737 ns
layer usage:
metal / vias up / GRT usage (%)
met5: - / 0
met4: 0 / 0.3976
met3: 0 / 1.629
met2: 14 / 5.225
met1: 278 / 5.078
li1: 289 / -
where the power goes:
| group | internal [mW] | switching, mW |
|---|---|---|
| Combinational | 0.247 | 0.104 |
| Clock | 0.0858 | 0.0819 |
| Sequential | 0.425 | 0.0953 |
stage by stage:
stage	power [mW]	std cells
after global routing	1.137	188
after global placement	0.8914	184
after CTS	1.068	188
final	1.040	188
after detailed placement	0.8914	184
after floorplan	0.7089	66
state kept, by name (all words and copies together) (netlist names):
signal        cells
cnt               4
received          8
hold_to_send      8
state             3
layout by cell type (no fill, tap or decap), types with 2 or more instances in the layout:
cell type	netlist	final
clkbuf_8	0	3
clkdlybuf4s50_1	0	22
dfrtp_1	10	10
dfstp_2	5	5
edfxtp_1	8	8
ha_1	2	2
inv_1	2	2
mux2_2	16	16
nand2_1	3	3
nand2b_1	3	3
nor2_1	3	3
cell families (layout without fill, tap and decap cells):
| group | Yosys count | in the layout |
|---|---|---|
| muxes | 16 | 16 |
| adders and majority gates | 2 | 2 |
| DFF | 23 | 23 |
| xor gates and xnor gates | 2 | 2 |
| AOI/OAI and AO/OA | 7 | 7 |
| buffers and inverters | 3 | 29 |
| and+or+nand+nor | 13 | 13 |
worst paths after layout:
path	startpoint	endpoint	slack [ns]
max	cnt[0]$_DFFE_PN1P_	SCK	1.34
min	state[0]$_DFF_PN1_	state[0]$_DFF_PN1_	0.49
max reg2reg	state[2]$_DFF_PN0_	received[0]$_DFFE_PN0P_	1.51
min reg2reg	state[0]$_DFF_PN1_	state[0]$_DFF_PN1_	0.49
max in group asynchronous	reset	state[0]$_DFF_PN1_	2.33
min in group asynchronous	reset	received[7]$_DFFE_PN0P_	0.72
area by class of cell:
cell class,count,area share [%]
multi-input combinational,40,25.86
sequential,23,45.10
inverter,2,0.5445
clock buffer,4,3.267
timing repair buffer,23,16.52
tap,96,8.711
Power figures rest on the tool's default switching activity, not on a simulated workload.
